<file path="flow/run.sh">
#!/bin/bash
# OpenROAD 26Q1-2900-gdf79404cd8, Yosys 0.63+post, stock flow scripts
make -C /OpenROAD-flow-scripts/flow DESIGN_CONFIG=/design/flow/config.mk WORK_HOME=/design/flow/orfs finish
</file>
<file path="flow/config.mk">
export PLATFORM = sky130hd
export DESIGN_NAME = main
export DESIGN_NICKNAME = main
export VERILOG_FILES = /design/flow/design.v
export SDC_FILE = /design/flow/constraint.sdc
export NUM_CORES = 4
export LEC_CHECK = 1
export CORE_AREA = 10 10 70 70
export DIE_AREA = 0 0 80 80
</file>
<file path="flow/constraint.sdc">
current_design main

set clk_period 1.0
set clk_io_pct 0.2

create_clock -name clk0 -period $clk_period [get_ports {clk_d}]
create_clock -name clk1 -period $clk_period [get_ports {clk_s}]

set non_clock_inputs [all_inputs -no_clocks]
set_input_delay [expr $clk_period * $clk_io_pct] -clock clk0 $non_clock_inputs
set_output_delay [expr $clk_period * $clk_io_pct] -clock clk0 [all_outputs]
</file>
<file path="flow/design.v">
`timescale 1ns / 1ps
module destination_control(
    input clk_d,
    input d_in,
    input request,
    output reg ack,
    output reg data_out
    );
    always @(posedge clk_d)
    begin
        if (request == 1)
        begin
            data_out = d_in;
            ack = 1;
        end
        else
            ack = 0;
    end
endmodule
`timescale 1ns / 1ps
module ff (
    input clk_ff,
    input D,
    output reg Q
    );
    always @(posedge clk_ff)
        Q = D;
endmodule
module dual_ff(
    input clk_ff,
    input D,
    output Q
    );
    wire D_ff;
    ff f(
        .clk_ff (clk_ff),
        .D (D),
        .Q (D_ff)
    );
    ff g(
        .clk_ff (clk_ff),
        .D (D_ff),
        .Q (Q)
    );
endmodule
`timescale 1ns / 1ps
module main(
    input clk_d,
    input clk_s,
    input data_in,
    output data_out,
    output data_permission
    );
    wire ack, rein_ff, reout_ff, din_ff, dout_ff, ackin_ff, ackout_ff;
    source_control a(
        .clk_s(clk_s),
        .data_in(data_in),
        .ack(ackout_ff),
        .request(rein_ff),
        .d_out(din_ff),
        .data_permission(data_permission)
        );
    dual_ff b(
        .clk_ff(clk_d),
        .D(din_ff),
        .Q(dout_ff)
        );
    dual_ff c(
        .clk_ff(clk_d),
        .D(rein_ff),
        .Q(reout_ff)
        );
    destination_control d(
        .clk_d(clk_d),
        .d_in(dout_ff),
        .request(reout_ff),
        .ack(ackin_ff),
        .data_out(data_out)
        );
    dual_ff e(
        .clk_ff(clk_s),
        .D(ackin_ff),
        .Q(ackout_ff)
        );
endmodule
`timescale 1ns / 1ps
module source_control(
    input clk_s,
    input data_in,
    input ack,
    output reg request,
    output reg d_out,
    output reg data_permission
    );
    reg count = 0;
    always @(posedge clk_s)
    begin
        if (data_permission == 1)
        begin
            data_permission = 0;
            count = 1;
        end
        if (ack == 0)
        begin
            request = 0;
            data_permission = 0;
            count = 0;
        end
        else
        begin
            d_out = data_in;
            request = 1;
            if (count == 0)
                data_permission = 1;
        end
    end
endmodule
</file>
==> impl_metrics.yaml <==
# generated from flow reports
status:
  status: "finished clean"
cts:
  cts_tree: "yes"
  path_clk_slew_ps: 50
  cts_hold_buf: 0
  cts_num_sinks: 12
  post-cts-setup-buffer-count: 0
route:
  diodes: 0
  drtPass1Iterations: 2
  drtAntennaViolNets: 0
  vias: 139
  via_per_inst: 1.93
  route.detailed.drc: 0
  totalWireLength_um: 453
  drt-initial-drc-count: 3
  wl_per_cell_um: 6.29
final_timing:
  rsz0062_at_grt: "no"
  tns_ps: 0
  finalSetupViolCount: 0
  max-slew-margin-rel_pct: 91.5
  finalHoldViolations: 0
  fin_worst_skew_ps: 10.4
  holdWs_ps: 323
  timing_worst_slew_pin_value_ps: 127
  drv_slew: 0
yosys:
  ys_cells: 14
  synth.top_cell.area_share_pct: 71.4
  netlist_area_um2: 280
  top_cells_by_area: "dfxtp_1, edfxtp_1, nor3b_2"
  ys.flop_type: "dfxtp_1"
  ys_chip_area_um2: 280
  edf_count: 2
  syn_avg_cell_area_um2: 20.0
  synth_warnings: 3
  async_flop_share_pct: 0
  top_cell: "dfxtp_1"
  common_cells: "dfxtp_1, edfxtp_1, nor3b_2, o21a_1"
  numSynthFlops: 12
  netlist_instances: 14
  ys_seq_share_pct: 92.9
  yosys.area.top_type: "dfxtp_1"
  synth_cell_types: 4
critical_path:
  path_max_fanout: 2
  reg2reg_from: "a.data_permission$_SDFF_PN0_"
  ff2ff_setup_slack_ps: 290
  path_delay_family: "flip-flops"
  worstSetupStartpointType: "flip-flop"
  required_ps: 800
  slowest_delay_ps: 320
  critical_path_class: "flip-flop to primary output"
  crit_chain: "clkdlybuf4s15_1"
  r2r_end: "a.count$_SDFF_PN0_"
  worstPathArrival_ps: 730
  crit_slowest_cell: "dfxtp_2"
  cp.buffers_inverters: 1
  reg2reg_depth: 2
  end_kind: "primary output"
global_route:
  met2_usage_pct: 1.36
  grt.busiest_layer: "met3"
  grt_max_degree: 5
  grt_usage_pct: 1.63
  antenna_found_initial: 0
  grt-ovfl-total: 0
  met3_usage_pct: 3.41
  grt_pass1_vias: 156
  grt_use_met1_pct: 1.22
  grt_pass1_wl_um: 676
worst_hold_path:
  hold_end: "b.g.Q$_DFF_P_"
  worstHoldPathType: "flip-flop to flip-flop"
  min_from: "b.f.Q$_DFF_P_"
  whs_path_depth: 0
pwr:
  p_total_mw: 0.975
  power.density_nw_per_um2: 2300
  p_leak_nw: 0.157
  vdd_drop_max_mv: 0.599
job:
  log.warning_count: 26
  cap_violations: 0
placed_design:
  hpwl_um: 271
  gp_congestion: 0.682
  port_buffers: 3
final_layout:
  fillers: 392
  area_growth_syn_to_layout_pct: 51.3
  final-comb-area_um2: 20.0
  drive_gt1_share_pct: 38.5
  regArea_um2: 262
floorplanning:
  io_pins: 5
  core.rowCount: 21
  fp-utilization_pct: 8.21
  core_um2: 3420
  chipArea_um2: 6400
  die_h_um: 80
  die_x_um: 80
-- metal layers --
| metal | part of all wire, % | routed length (um) | vias up |
|---|---|---|---|
| met5 | 0 | 0 | - |
| met4 | 0 | 0 | 0 |
| met3 | 29 | 132 | 0 |
| met2 | 31 | 140 | 9 |
| met1 | 40 | 181 | 60 |
| li1 | - | - | 70 |
-- cells in the final DEF (no fill, tap or decap), drive strengths merged --
cell type      netlist  routed
buf                  0       1
clkdlybuf4s50        0       1
clkdlybuf4s15        0       1
clkbuf               0       9
o21a                 1       1
dfxtp               10      10
nor3b                1       1
edfxtp               2       2
-- worst max-delay path by stage --
stage	start	end	depth (start not counted)
after global routing	a.data_permission$_SDFF_PN0_	data_permission	1
after CTS	a.data_permission$_SDFF_PN0_	data_permission	1
final	a.data_permission$_SDFF_PN0_	data_permission	1
-- where the power goes --
part | internal, mW | leakage, nW | switching [mW] | total (mW)
Sequential | 0.491 | 0.0998 | 0 | 0.491
Combinational | 0.00337 | 0.0276 | 0.000533 | 0.00390
Clock | 0.302 | 0.0300 | 0.177 | 0.480
-- cell type report --
class | count | share of cell area (%)
clock buffer | 8 | 12.4
multi-input combinational | 2 | 4.72
sequential | 12 | 61.7
tap | 46 | 13.6
timing repair buffer | 4 | 7.67
-- cell families after synthesis --
group	Yosys count	share of synthesized area, %
AND-OR/OR-AND	1	2.68
flip-flops	12	92.9
AND/OR/NAND/NOR	1	4.46
-- through the flow --
stage               setup WS (ps)  cells  instance area [um2]  utilization, %
global placement             11.3     64                  375            11.0
CTS                          3.81     72                  427            12.5
global route                 2.02     72                  424            12.4
floorplan                     377     14                  280               -
finish                       67.1     72                  424            12.4
detailed placement           19.2     64                  375            11.0
-- what timing repair did --
item                                    4_1_cts  5_1_grt
endpoints found under the setup margin        2        2
gates resized                                 3        3
gates cloned                                  0        0
Power and IR drop assume default switching activity.
