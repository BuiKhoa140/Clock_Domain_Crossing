`design/flow/config.mk`:
```
export PLATFORM = sky130hd
export DESIGN_NAME = FIFO
export DESIGN_NICKNAME = FIFO
export VERILOG_FILES = /design/flow/design.v
export SDC_FILE = /design/flow/constraint.sdc
export NUM_CORES = 4
export LEC_CHECK = 1
export CORE_UTILIZATION = 40
```
`design/flow/constraint.sdc`:
```
current_design FIFO

set clk_period 1.5
set clk_io_pct 0.2

create_clock -name clk0 -period $clk_period [get_ports {clk_d}]
create_clock -name clk1 -period $clk_period [get_ports {clk_s}]

set non_clock_inputs [all_inputs -no_clocks]
set_input_delay [expr $clk_period * $clk_io_pct] -clock clk0 $non_clock_inputs
set_output_delay [expr $clk_period * $clk_io_pct] -clock clk0 [all_outputs]
```
`design/flow/design.v`:
```
`timescale 1ns / 1ps
module FIFO(
    input [7:0] din,
    input [2:0] write_pointer,
    input [2:0] read_pointer,
    input clk_s,
    input clk_d,
    output reg [7:0] dout
    );
    reg [7:0] FIFO [7:0];
    always @(posedge clk_s)
    begin
        FIFO [write_pointer] <= din;
    end
    always @(posedge clk_d)
    begin
        dout <= FIFO [read_pointer];
    end
endmodule
```
`design/flow/run.sh`:
```
#!/bin/bash
# OpenROAD 26Q1-2900-gdf79404cd8, Yosys 0.63+post, stock flow scripts
make -C /OpenROAD-flow-scripts/flow DESIGN_CONFIG=/design/flow/config.mk WORK_HOME=/design/flow/orfs finish
```
==> CHANGELOG.md <==
## Implementation

- Fin cells: about 240
- Share of cells above drive strength 1: 0.2278
- Synth cell types: 16
- Wire length per cell: 19.23 um
- Failing checks: design-rule violations
- PwrDens: 1210 nW/um2
- Post-Syn Area per Cell: 24.47 um2
- Ant diodes: 0
- Total power: between 4 and 5 mW
- RD Place Congestion: 0.7468
- CP Max Fanout: 8
- CTS tree: yes
- Peak supply drop: 0.0003999 V
- Post-Route WL: 4519 um
- FF+latch area: 2082 um2
- HP Class: in -> reg
- Final count of pins violating max slew: 0
- Worst slack at placement: -0.4630 ns
- Synth Seq Share: 0.7736
- Row count: 29
- DRC: 3
- Worst Setup End Kind: register
- CP required: 1.62 ns
- Worst EP arrival: 1.57 ns
- First-pass detailed-route iteration total: 45
- Chip width: 84.03 um
- Core Util at FP: 0.4191
- Die height: 84.03 um
- Slew @ Worst Pin: 0.2640 ns
- Worst setup margin: 0.05337 ns
- Worst-path clk slew: around 0.06 ns
- GRT overflow: 0
- Largest net degree at the start of global routing: 17
- Chip Area, Yosys: 2691 um2
- Relative slew slack: 0.8234
- Port buffer count: 22
- Mapped Area: 2691 um2
- Final core utilization: 0.5184
- Critical path type: in -> reg
- Dpl hpwl: about 2700 um
- Vias per cell: 5.170
- Critical path's slowest cell: mux4_1
- Vias in the first global route: 1318
- Cts hold-fix bufs: 0
- First-pass GRT wire length: 6837 um
- Gr usage total: 0.1464
- CP Launch Type: input pin
- Number of fillers in the final layout: 476
- Clock sinks: 72
- Crit-path cells: clkdlybuf4s15_2 -> buf_12 -> mux4_1 -> mux2_2
- Via count: between 1k and 1.5k
- Max cap viols: 0
- 1st-iter DRT viols: 71
- CP max stage delay: 0.56 ns
- Num ports: 24
- Leak: 1.151 nW
- RSZ-0062 raised after global routing: false
- Final setup violation count: 0
- Placed cells: 216
- Outcome: complete, but fails checks
- Die area: a little over 7000 um2
- Worst hold slack: 0.7193 ns
- Final hold violations: 0
- # Cells Yosys: between 100 and 150
- Logic area: 561.8 um2
- Core area: 6422 um2
- Initial antenna violation count: 0
- P&R area growth vs syn: 23.71%
- Synthesized flop and latch total: 72
- Synth warnings: 1
- Antenna-violating nets left: 0
- Log Warnings: 26
- Syn Inst Count: 110
metrics by stage:
step / area (um2) / TNS, ns
after floorplan: 2691 / 0
after global placement: 3117 / -8.366
after detailed placement: 3117 / -10.47
after CTS: 3338 / 0
after global routing: 3329 / 0
final: 3329 / 0
power by group:
part | internal, mW | total, mW | switching, mW
combinational | 0.197 | 0.313 | 0.115
clock | 0.756 | 1.39 | 0.632
sequential | 2.30 | 2.33 | 0.0237
total | 3.26 | 4.03 | 0.771
registers in the layout, indices dropped and copies added, names as in the netlist:
register and flops:
FIFO 64, dout 8
synthesized netlist by cell type:
master,n,area share
and3_1,1,0.0023
and3b_1,2,0.0065
buf_1,1,0.0014
buf_12,1,0.0074
buf_2,1,0.0019
buf_6,1,0.0042
clkbuf_1,1,0.0014
dfxtp_1,8,0.060
edfxtp_1,64,0.71
mux2_2,8,0.033
mux4_1,15,0.15
mux4_2,1,0.0084
nand2_1,1,0.0014
nor2_1,1,0.0014
nor3_1,1,0.0019
nor3b_1,3,0.0084
cells in the final DEF, fill, tap and decap left out, drive strengths merged:
cell            n
clkdlybuf4s50  21
buf            13
nor3            1
mux4           16
and3            1
dfxtp           8
nor2            1
mux2            8
edfxtp         64
nor3b           3
nand2           1
and3b           2
clkinv          2
clkbuf         16
clkdlybuf4s15   1
per-layer routing:
metal	vias to the layer above	part of all wire	routed length (um)	global-route usage
met5	-	0	0	0
met4	0	0.019	85	0.03605
met3	6	0.082	369	0.08233
met2	46	0.50	2266	0.2273
met1	601	0.40	1798	0.1900
li1	562	-	-	-
path summary, 6_finish.rpt:
path | from | endpoint | slack [ns] | cells after the start
worst max-delay path | read_pointer[0] | dout[5]$_DFF_P_ | 0.05 | 4
worst min-delay path | din[3] | FIFO[7][3]$_DFFE_PP_ | 0.72 | 1
worst max register to register | FIFO[1][5]$_DFFE_PP_ | dout[5]$_DFF_P_ | 0.13 | 2
worst min register to register | FIFO[7][2]$_DFFE_PP_ | dout[2]$_DFF_P_ | 0.76 | 2
max in group clk1 | write_pointer[2] | FIFO[4][3]$_DFFE_PP_ | 0.16 | 3
min in group clk0 | FIFO[7][2]$_DFFE_PP_ | dout[2]$_DFF_P_ | 0.76 | 2
what timing repair did:
action                                  4_1_cts  5_1_grt
endpoints found under the setup margin        8        5
setup buffers                                 0        0
resized                                       3        2
gates cloned                                  1        0
final cells by class:
| cell class | count | area share |
|---|---|---|
| flip-flops and latches | 72 | 0.6253 |
| clock buffers | 16 | 0.05412 |
| repair buffers | 35 | 0.1206 |
| multi-input cells | 33 | 0.1687 |
| well taps | 77 | 0.02894 |
| clock inverters | 2 | 0.002255 |
critical path, delay by kind of cell:
family / cells / cell delay, ns
buffers and inverters: 2 / 0.42
muxes: 2 / 0.84
logic make-up (layout without fill, tap and decap cells):
group | Yosys count | after routing | synth area share
muxes | 24 | 24 | 0.1883
and+or+nand+nor | 9 | 9 | 0.02185
DFF | 72 | 72 | 0.7736
buffers and inverters | 5 | 53 | 0.01627
Power is estimated from default activity; no workload was simulated.
